==> flow/design.v <==
`timescale 1ns / 1ps
module clock_divider( clk, rst, one_hz_clock, two_hz_clock, blink_clock, hundred_hz_clock
    );
	input clk, rst;
	output one_hz_clock, two_hz_clock, blink_clock, hundred_hz_clock;
	reg one_hz_temp = 0;
	reg two_hz_temp = 0;
	reg blink_temp = 0;
	reg hundred_hz_temp = 0;
	reg [26:0] oneHz_counter = 27'd0;
	reg [25:0] twoHz_counter = 26'd0;
	reg [24:0] blinkHz_counter = 25'd0;
	reg [24:0] hundredHz_counter = 25'd0;
	 always @ (posedge clk or posedge rst) begin
        if (rst == 1'b1) begin
            oneHz_counter <= 32'b0;
            one_hz_temp <= 1'b0;
        end
        else if (oneHz_counter == 32'd50000000 - 32'b1) begin
            oneHz_counter <= 32'b0;
            one_hz_temp <= ~one_hz_clock;
        end
        else begin
            oneHz_counter <= oneHz_counter + 32'b1;
            one_hz_temp <= one_hz_clock;
        end
    end
    always @ (posedge clk or posedge rst) begin
        if (rst == 1'b1) begin
            twoHz_counter <= 32'b0;
            two_hz_temp <= 1'b0;
        end
        else if (twoHz_counter == 32'd25000000 - 32'b1) begin
            twoHz_counter <= 32'b0;
            two_hz_temp <= ~two_hz_clock;
        end
        else begin
            twoHz_counter <= twoHz_counter + 32'b1;
            two_hz_temp <= two_hz_clock;
        end
    end
    always @ (posedge clk or posedge rst) begin
        if (rst == 1'b1) begin
            hundredHz_counter <= 32'b0;
            hundred_hz_temp <= 1'b0;
        end
        else if (hundredHz_counter == 32'd125000 - 32'b1) begin
            hundredHz_counter <= 32'b0;
            hundred_hz_temp <= ~hundred_hz_clock;
        end
        else begin
            hundredHz_counter <= hundredHz_counter + 32'b1;
            hundred_hz_temp <= hundred_hz_clock;
        end
    end
    always @ (posedge clk or posedge rst) begin
        if (rst == 1'b1) begin
            blinkHz_counter <= 32'b0;
            blink_temp <= 1'b0;
        end
        else if (blinkHz_counter == 32'd12500000 - 32'b1) begin
            blinkHz_counter <= 32'b0;
            blink_temp <= ~blink_clock;
        end
        else begin
            blinkHz_counter <= blinkHz_counter + 32'b1;
            blink_temp <= blink_clock;
        end
    end
	assign one_hz_clock = one_hz_temp;
	assign two_hz_clock = two_hz_temp;
	assign blink_clock = blink_temp;
	assign hundred_hz_clock = hundred_hz_temp;
endmodule
`timescale 1ns / 1ps
module counter(deb_pause, deb_rst, one_hz_clock, two_hz_clock,
   select, adj, seconds, minutes);
   input one_hz_clock, two_hz_clock;
   input deb_pause, deb_rst, select, adj;
   output [5:0] seconds, minutes;
   reg [5:0] minutes_temp = 6'b000000;
   reg [5:0] seconds_temp = 6'b000000;
   reg is_pause = 0;
   reg adj_clk;
   always @ (posedge deb_pause)
   begin
    is_pause <= ~is_pause;
   end
   always @ (*)
   begin
       if (adj)
        adj_clk = two_hz_clock;
       else
        adj_clk = one_hz_clock;
    end
   always @ (posedge adj_clk or posedge deb_rst)
   begin
      if (deb_rst)
        begin
        seconds_temp <= 6'b000000;
        minutes_temp <= 6'b000000;
        end
      else
        begin
        if (~is_pause)
            begin
            if (adj)
                begin
                if (select)
                    begin
                    if (seconds_temp >= 59)
                        seconds_temp <= 6'b000000;
                    else
                        seconds_temp <= seconds_temp + 2;
                    end
                 else
                    begin
                    if (minutes_temp >= 59)
                        minutes_temp <= 6'b000000;
                    else
                        minutes_temp <= minutes_temp + 2;
                    end
                 end
             else
                begin
                if(seconds_temp >= 59)
                begin
                    if(minutes_temp >= 59)
                    begin
                        seconds_temp <= 59;
                        minutes_temp <= 59;
                    end
                    else
                    begin
                        seconds_temp <= 0;
                        minutes_temp <= minutes_temp + 1;
                    end 
                end
                else
                    seconds_temp <= seconds_temp + 1;
                end
           end
           else
           begin
                seconds_temp <= seconds_temp;
                minutes_temp <= minutes_temp;
           end
       end   
   end
assign seconds = seconds_temp;
assign minutes = minutes_temp;
endmodule
`timescale 1ns / 1ps
module debouncing( pause_btn, rst_btn, debounced_pause, debounced_rst, hundred_clock
    );
    input hundred_clock, pause_btn, rst_btn;
    output debounced_pause, debounced_rst;
    wire debounced_pause, debounced_rst;
    wire hundred_clock, pause_btn, rst_btn;
    reg [2:0] step_d_pause; 
    reg [2:0] step_d_rst;
    always @ (posedge hundred_clock) begin
    step_d_pause[2:0] <= {pause_btn, step_d_pause[2:1]};
    step_d_rst[2:0] <= {rst_btn, step_d_rst[2:1]};
    end
    assign debounced_pause = ~ step_d_pause[0] & step_d_pause[1];
    assign debounced_rst = ~ step_d_rst[0] & step_d_rst[1];
endmodule
`timescale 1ns / 1ps
module final_display(blink_hz, hundred_hz_clock, select, adj, vec0, vec1, vec2, vec3,
               cathode, anode);
    input blink_hz, hundred_hz_clock, select, adj; 
    input [6:0]vec0; 
    input [6:0]vec1; 
    input [6:0]vec2; 
    input [6:0]vec3;
    output [6:0] cathode; 
    output [3:0] anode;
    reg [1:0] seg_case = 2'b00;
    reg [6:0] cathode_temp;
    reg [3:0] anode_temp;
    always @ (posedge hundred_hz_clock)
    begin
        if(seg_case == 0)
        begin
            seg_case <= seg_case + 2'b01;
            anode_temp <= 4'b0111; 
            if(adj)
            begin
                if(!select) 
                begin
                    if(blink_hz)
                        cathode_temp <= vec3;
                    else
                        cathode_temp <= 7'b1111111;
                end
                else
                    cathode_temp <= vec3;
            end  
            else
                cathode_temp <= vec3;
        end  
        else if (seg_case == 1)
        begin
            seg_case <= seg_case + 2'b01;
            anode_temp <= 4'b1011;
            if(adj)
            begin
                if(!select) 
                begin
                    if(blink_hz)
                        cathode_temp <= vec2;
                    else
                        cathode_temp <= 7'b1111111;
                end
                else
                    cathode_temp <= vec2;
            end  
            else
                cathode_temp <= vec2;
        end  
       else if(seg_case == 2)
        begin
            seg_case <= seg_case + 2'b01;
            anode_temp <= 4'b1101;
            if(adj)
            begin
                if(select) 
                begin
                    if(blink_hz)
                        cathode_temp <= vec1;
                    else
                        cathode_temp <= 7'b1111111;
                end
                else
                    cathode_temp <= vec1;
            end  
            else
                cathode_temp <= vec1;
        end  
        else if (seg_case == 3)
        begin
            seg_case <= seg_case + 2'b01;
            anode_temp <= 4'b1110;
            if(adj)
            begin
                if(select) 
                begin
                    if(blink_hz)
                        cathode_temp <= vec0;
                    else
                        cathode_temp <= 7'b1111111;
                end
                else
                    cathode_temp <= vec0;
            end  
            else
                cathode_temp <= vec0;
        end  
    end  
assign cathode = cathode_temp;
assign anode = anode_temp;
endmodule
`timescale 1ns / 1ps
module seven_segment_display(minutes, seconds, hundred_hz_clock, v0, v1, v2, v3
    );
    input [5:0] minutes;
    input [5:0] seconds;
    input hundred_hz_clock;
    output [6:0] v0;
    output [6:0] v1;
    output [6:0] v2;
    output [6:0] v3;
    wire [3:0] min0_temp;
    wire [3:0] min1_temp;
    wire [3:0] sec0_temp;
    wire [3:0] sec1_temp;
    reg [6:0] vec0;
    reg [6:0] vec1;
    reg [6:0] vec2;
    reg [6:0] vec3;
    reg clk;
    assign min1_temp = minutes / 10;
    assign min0_temp = minutes -  (10*min1_temp);
    assign sec1_temp = seconds / 10;
    assign sec0_temp = seconds - (10*sec1_temp);
    always @ (*)
    begin
        case (min0_temp)
            4'b0000: vec2 = 7'b1000000;
            4'b0001: vec2 = 7'b1111001;
            4'b0010: vec2 = 7'b0100100;
            4'b0011: vec2 = 7'b0110000;
            4'b0100: vec2 = 7'b0011001;
            4'b0101: vec2 = 7'b0010010;
            4'b0110: vec2 = 7'b0000010;
            4'b0111: vec2 = 7'b1111000;
            4'b1000: vec2 = 7'b0000000;
            4'b1001: vec2 = 7'b0010000;
            default: vec2 = 7'b1111111;
        endcase
        case (min1_temp)
            4'b0000: vec3 = 7'b1000000;
            4'b0001: vec3 = 7'b1111001;
            4'b0010: vec3 = 7'b0100100;
            4'b0011: vec3 = 7'b0110000;
            4'b0100: vec3 = 7'b0011001;
            4'b0101: vec3 = 7'b0010010;
            4'b0110: vec3 = 7'b0000010;
            4'b0111: vec3 = 7'b1111000;
            4'b1000: vec3 = 7'b0000000;
            4'b1001: vec3 = 7'b0010000;
            default: vec3 = 7'b1111111;
        endcase
        case (sec0_temp)
            4'b0000: vec0 = 7'b1000000;
            4'b0001: vec0 = 7'b1111001;
            4'b0010: vec0 = 7'b0100100;
            4'b0011: vec0 = 7'b0110000;
            4'b0100: vec0 = 7'b0011001;
            4'b0101: vec0 = 7'b0010010;
            4'b0110: vec0 = 7'b0000010;
            4'b0111: vec0 = 7'b1111000;
            4'b1000: vec0 = 7'b0000000;
            4'b1001: vec0 = 7'b0010000;
            default: vec0 = 7'b1111111;
        endcase
        case (sec1_temp)
            4'b0000: vec1 = 7'b1000000;
            4'b0001: vec1 = 7'b1111001;
            4'b0010: vec1 = 7'b0100100;
            4'b0011: vec1 = 7'b0110000;
            4'b0100: vec1 = 7'b0011001;
            4'b0101: vec1 = 7'b0010010;
            4'b0110: vec1 = 7'b0000010;
            4'b0111: vec1 = 7'b1111000;
            4'b1000: vec1 = 7'b0000000;
            4'b1001: vec1 = 7'b0010000;
            default: vec1 = 7'b1111111;
        endcase
    end
    assign v0 = vec0;
    assign v1 = vec1;
    assign v2 = vec2;
    assign v3 = vec3;
endmodule
`timescale 1ns / 1ps
module stop_watch(clk, pause, rst, adj, select, anode, cathode
    );
    input clk, pause, rst, adj, select;
    output [3:0] anode; 
    output [6:0] cathode;
    wire one_hz_clock;
    wire two_hz_clock;
    wire blink_clock;
    wire hundred_hz_clock;
    wire deb_rst;  
    wire deb_pause;  
    wire [5:0] minutes_top;
    wire [5:0] seconds_top;
    wire [6:0] vec0;
    wire [6:0] vec1;
    wire [6:0] vec2;
    wire [6:0] vec3;
    clock_divider clk_div(.clk(clk), .rst(rst),
        .one_hz_clock(one_hz_clock), .two_hz_clock(two_hz_clock), 
        .blink_clock(blink_clock), .hundred_hz_clock(hundred_hz_clock));
    debouncing debouncer(.pause_btn(pause), .rst_btn(rst), 
        .debounced_pause(deb_pause), .debounced_rst(deb_rst), .hundred_clock(hundred_hz_clock));
    counter counting(.deb_pause(deb_pause), .deb_rst(deb_rst), 
        .one_hz_clock(one_hz_clock), .two_hz_clock(two_hz_clock),
        .select(select), .adj(adj), .seconds(seconds_top), .minutes(minutes_top));
    seven_segment_display seg_display(.minutes(minutes_top), .seconds(seconds_top), 
        .hundred_hz_clock(hundred_hz_clock), .v0(vec0), .v1(vec1), .v2(vec2), .v3(vec3));
    final_display f_dis (.blink_hz(blink_clock), .hundred_hz_clock(hundred_hz_clock), 
        .select(select), .adj(adj), .vec0(vec0), .vec1(vec1), .vec2(vec2), .vec3(vec3), 
        .cathode(cathode), .anode(anode)); 
endmodule
==> flow/run.sh <==
#!/bin/bash
# OpenROAD 26Q1-2900-gdf79404cd8, Yosys 0.63+post, stock flow scripts
make -C /OpenROAD-flow-scripts/flow DESIGN_CONFIG=/design/flow/config.mk WORK_HOME=/design/flow/orfs finish
==> flow/config.mk <==
export PLATFORM = sky130hd
export DESIGN_NAME = stop_watch
export DESIGN_NICKNAME = stop_watch
export VERILOG_FILES = /design/flow/design.v
export SDC_FILE = /design/flow/constraint.sdc
export NUM_CORES = 4
export LEC_CHECK = 1
export CORE_UTILIZATION = 30
==> flow/constraint.sdc <==
current_design stop_watch

set clk_period 4.4
set clk_io_pct 0.2

create_clock -name clk0 -period $clk_period [get_ports {clk}]

set non_clock_inputs [all_inputs -no_clocks]
set_input_delay [expr $clk_period * $clk_io_pct] -clock clk0 $non_clock_inputs
set_output_delay [expr $clk_period * $clk_io_pct] -clock clk0 [all_outputs]
==> results.yml <==
# yosys + openroad results
clocking:
  cts_hold_buf: 0
  cts_made_buffers: 9
  cts-root-buf: "clkbuf_16"
  clkTransAtPathRegs_ps: 60
  ctsResizeCount: 0
  insertion_delay_ps: 340
  post_cts_buffers: 0
  cts_tree: "built"
  clock_path_buffers: 2
  h-tree-depth: 3
logic_synthesis:
  synth_area_per_cell_um2: 9.19
  synth-main-ff-cell: "dfrtp_1"
  synth_flops: 139
  ys_types: 71
  synth_async_sr_flop_share_pct: 85.6
  ys_seq_share_pct: 42.5
  yosys-stat-area_um2: 8170
  yosysWarnings: 5
  synth_cells: 889
  synth_area_um2: 8170
  synth-edff-count: 9
  yosys_cells: 889
power_and_ir_drop:
  combPwrFrac_pct: 2.6
  switching_share_pct: 20.1
  irDropWorstVdd_v: 0.000255
  leakage_uw: 0.00397
  p_sw_uw: 361
  p_int_uw: 1430
  power.density_nw_per_um2: 199
  clkPwrFrac_pct: 42.5
  seqPwrFrac_pct: 54.8
critical_path:
  max_stage_delay_ps: 380
  cp_num_buf_inv: 0
  worst-path-max-fanout: 4
  crit_required_ps: 4610
  critPathCaptureType: "flip-flop"
  critical_path_class: "flip-flop to flip-flop"
  path_cells: "ha_1, and3_1, and3_1, nand3_1, nor3_1, nand2_1, nor2_1, nand4_1, xor2_1, nor2_1"
  startpoint_type: "flip-flop"
  slowest_stage: "dfrtp_1"
  cp.arrival_ps: 2460
  path_delay_family: "simple AND/OR/NAND/NOR gates"
die:
  core_area_um2: 26800
  initCoreUtil_pct: 30.5
  ios: 16
  rows: 60
  die_width_um: 167
  die-area_um2: 27900
  die_h_um: 167
final_timing:
  slew_violations: 0
  hold_viol_final: 0
  fmax_ghz: 0.444
  finalSetupTns_ps: 0
  worst_pin_slew_ps: 793
  unclocked_pins: 32
  finalSetupViolCount: 0
  finalCriticalPeriod_ps: 2250
  untimed_endpoints: 52
  fin_skew_ps: 4.83
  finalCritPeriodShare_pct: 51.1
  slew_headroom_pct: 46.7
  grt_setup_unrepaired: "no"
detailed_routing:
  wl_um: 15400
  viasPerCell: 4.87
  diodes: 0
  detail_route.iter0.violations: 260
  ant_nets: 0
  first_pass_iters: 4
  route.detailed.drc: 0
  wl_per_cell_um: 12.4
  vias: 6055
job:
  warnings: 56
  max-cap-violations: 0
run_status:
  status: "finished clean"
global_route:
  grt_max_degree: 64
  grt_usage_pct: 11.7
  antenna_found_initial: 0
  grt_overflow: 0
  grt_pass1_wl_um: 27400
  grt_pass1_vias: 5800
placed_design:
  gp_congestion: 0.865
  dp_hpwl_um: 11200
  io_buffers: 15
worst_hold_path:
  min-delay-path-class: "flip-flop to flip-flop"
cells_and_area:
  area_growth_pct: 10.2
  layout-drive-gt1-share_pct: 3.88
  fin_util_pct: 33.6
metal layers:
layer	wire length, µm	vias up	global-route usage, %
met3	390	12	1.36
met2	6640	69	17.8
met5	0	-	0
met1	8230	2854	19.0
li1	-	3120	-
met4	131	0	1.01
state kept, by name, indices dropped and copies added, names as in the netlist:
name / count
clk_div.oneHz_counter: 27
clk_div.twoHz_counter: 26
clk_div.blinkHz_counter: 25
clk_div.hundredHz_counter: 25
f_dis.cathode_temp: 7
counting.minutes_temp: 6
counting.seconds_temp: 6
f_dis.anode_temp: 4
debouncer.step_d_pause: 3
debouncer.step_d_rst: 3
f_dis.seg_case: 2
clk_div.blink_temp: 1
clk_div.hundred_hz_temp: 1
clk_div.one_hz_temp: 1
clk_div.two_hz_temp: 1
counting.is_pause: 1
cell families after synthesis:
logic type	count (synthesis)	synth area share [%]
simple gates	380	22.6
compound gates	153	12.2
flops	139	42.5
xor+xnor	102	10.9
buf+inv	56	2.79
fa+ha+maj	52	8.15
mux	7	0.889
metrics by stage:
step	hold WS, ps	power, µW	setup WS [ps]	instance area (µm²)	instances
after global placement	444	1050	2180	8720	1229
after global routing	490	1880	1900	9000	1244
after CTS	467	1830	2150	9000	1244
after detailed placement	455	1050	2160	8720	1229
final	463	1800	2150	9000	1244
after floorplan	433	1040	703	8170	889
cells in the final DEF (no fill, tap or decap), types with 4 or more instances in the layout:
cell type | netlist | routed
a211oi_1 | 6 | 6
a21boi_0 | 4 | 4
a21o_1 | 5 | 5
a21oi_1 | 28 | 28
a22o_1 | 5 | 5
a31oi_1 | 8 | 8
and2_1 | 8 | 8
and3_1 | 24 | 24
and4_1 | 4 | 4
buf_4 | 1 | 6
clkbuf_16 | 0 | 9
clkdlybuf4s50_1 | 0 | 15
dfrtp_1 | 119 | 119
dfxtp_1 | 11 | 11
edfxtp_1 | 9 | 9
ha_1 | 50 | 50
inv_1 | 33 | 32
mux2i_1 | 5 | 5
nand2_1 | 81 | 81
nand2b_1 | 9 | 9
nand3_1 | 66 | 66
nand4_1 | 15 | 15
nor2_1 | 111 | 111
nor2b_1 | 9 | 9
nor3_1 | 13 | 12
nor4_1 | 12 | 10
nor4b_1 | 6 | 6
o21a_1 | 8 | 8
o21ai_0 | 42 | 42
o22ai_1 | 5 | 5
o31ai_1 | 10 | 10
or3_1 | 7 | 7
xnor2_1 | 46 | 46
xor2_1 | 56 | 56
path summary, 6_finish.rpt:
path | startpoint | to | slack, ps | depth (start not counted)
max | clk_div.twoHz_counter[0] | clk_div.twoHz_counter[24] | 2150 | 10
min | clk_div.hundredHz_counter[0] | clk_div.hundredHz_counter[0] | 460 | 1
max reg2reg | clk_div.twoHz_counter[0] | clk_div.twoHz_counter[24] | 2150 | 10
min reg2reg | clk_div.hundredHz_counter[0] | clk_div.hundredHz_counter[0] | 460 | 1
max in group asynchronous | rst | clk_div.twoHz_counter[15] | 2700 | 3
min in group asynchronous | rst | clk_div.hundredHz_counter[20] | 980 | 2
final cells by class:
| class | count | area, µm² |
|---|---|---|
| fillers | 2681 | 17800 |
| repair buffers | 22 | 215 |
| clock buffers | 12 | 236 |
| well taps | 341 | 427 |
| multi-input cells | 694 | 4490 |
| clock inverters | 3 | 40.0 |
| inverters | 33 | 126 |
| flip-flops and latches | 139 | 3470 |
Yosys cell counts, types with 3 or more instances:
cell       number  share of area, %
nor4b_1         6              0.64
o2bb2ai_1       3              0.32
inv_1          33               1.5
clkbuf_1       15              0.69
mux2i_1         5              0.61
a21boi_0        4              0.37
nor2b_1         9              0.69
and3_1         24               1.8
a21o_1          5              0.46
and4_1          4              0.43
a211o_1         3              0.32
o21a_1          8              0.74
and2_1          8              0.61
buf_2           5              0.31
a211oi_1        6              0.55
o22ai_1         5              0.38
nand2b_1        9              0.69
nand3_1        66               4.0
nand2_1        81               3.7
a21oi_1        28               1.7
xor2_1         56               6.0
dfxtp_1        11               2.7
edfxtp_1        9               3.3
nor2_1        111               5.1
xnor2_1        46               4.9
dfrtp_1       119                36
o21ai_0        42               2.6
o31ai_1        10              0.92
a31oi_1         8              0.61
nor4_1         12              0.92
nand4_1        15               1.1
a22o_1          5              0.54
nor3_1         13              0.80
or3_1           7              0.54
ha_1           50               7.7
power by group through the flow:
stage,combinational [µW],clock (µW),sequential [µW]
6_report,47.3,764,985
5_1_grt,54.6,838,983
4_1_cts,49.1,794,984
Power figures rest on the tool's default switching activity, not on a simulated workload.
